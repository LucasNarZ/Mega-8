===== ./config.mk =====
export PLATFORM = sky130hd
export DESIGN_NAME = alu8
export DESIGN_NICKNAME = alu8
export VERILOG_FILES = /design/flow/design.v
export SDC_FILE = /design/flow/constraint.sdc
export NUM_CORES = 4
export LEC_CHECK = 1
export CORE_UTILIZATION = 50
export SYNTH_HDL_FRONTEND = slang

===== ./constraint.sdc =====
current_design alu8

set clk_period 3.8
set clk_io_pct 0.2

create_clock -name clk0 -period $clk_period

set non_clock_inputs [all_inputs -no_clocks]
set_input_delay [expr $clk_period * $clk_io_pct] -clock clk0 $non_clock_inputs
set_output_delay [expr $clk_period * $clk_io_pct] -clock clk0 [all_outputs]

===== ./design.v =====
module half_adder(
  input a,
  input b,
  output sum,
  output carry
);
  assign sum = a ^ b;
  assign carry = a & b;
endmodule
module full_adder(
  input a,
  input b,
  input cin,
  output sum,
  output cout
);
  wire s1, c1, c2;
  half_adder HA1(.a(a), .b(b), .sum(s1), .carry(c1));
  half_adder HA2(.a(s1), .b(cin), .sum(sum), .carry(c2));
  assign cout = c1 | c2;
endmodule
module adder8(
  input [7:0] a,
  input [7:0] b,
  output [7:0] sum,
  output cout
);
  wire [7:0] c; 
  full_adder FA0(a[0], b[0], 1'b0, sum[0], c[0]);
  full_adder FA1(a[1], b[1], c[0], sum[1], c[1]);
  full_adder FA2(a[2], b[2], c[1], sum[2], c[2]);
  full_adder FA3(a[3], b[3], c[2], sum[3], c[3]);
  full_adder FA4(a[4], b[4], c[3], sum[4], c[4]);
  full_adder FA5(a[5], b[5], c[4], sum[5], c[5]);
  full_adder FA6(a[6], b[6], c[5], sum[6], c[6]);
  full_adder FA7(a[7], b[7], c[6], sum[7], c[7]);
  assign cout = c[7];
endmodule
module alu8(
    input [7:0] a,
    input [7:0] b,
    input [3:0] opcode,
    output [7:0] y,
    output cout,
    output bout
);
    wire [7:0] sum, diff, inc, dec;
    wire c_add, b_sub, cout_inc, bout_dec;
    wire [7:0] and_res, or_res, xor_res, not_a, nor_a, xnor_a, nand_a;
    wire [7:0] sll_res, srl_res, sra_res;
    wire [7:0] rol_res, ror_res;
    adder8 U_ADD(a, b, sum, c_add);
    subtr8 U_SUB(a, b, diff, b_sub);
    inc8 U_INC(a, inc, cout_inc);
    dec8 U_DEC(a, dec, bout_dec);
    and8  U_AND(a, b, and_res);
    or8   U_OR(a, b, or_res);
    xor8  U_XOR(a, b, xor_res);
    not8  U_NOT(a, not_a);
    nor8  U_NOR(a, b, nor_a);
    xnor8 U_XNOR(a, b, xnor_a);
    nand8 U_NAND(a, b, nand_a);
    sll8 U_SLL(a, b[2:0], sll_res);
    srl8 U_SRL(a, b[2:0], srl_res);
    sra8 U_SRA(a, b[2:0], sra_res);
    rol8 U_ROL(a, b[2:0], rol_res);
    ror8 U_ROR(a, b[2:0], ror_res);
    wire [7:0] mux_in[15:0];
    assign mux_in[0]  = sum;
    assign mux_in[1]  = diff;
    assign mux_in[2]  = inc;
    assign mux_in[3]  = dec;
    assign mux_in[4]  = and_res;
    assign mux_in[5]  = or_res;
    assign mux_in[6]  = xor_res;
    assign mux_in[7]  = not_a;
    assign mux_in[8]  = nor_a;
    assign mux_in[9]  = xnor_a;
    assign mux_in[10] = nand_a;
    assign mux_in[11] = sll_res;
    assign mux_in[12] = srl_res;
    assign mux_in[13] = sra_res;
    assign mux_in[14] = rol_res;
    assign mux_in[15] = ror_res;
    mux16x8 U_MUX(
        mux_in[0], mux_in[1], mux_in[2], mux_in[3],
        mux_in[4], mux_in[5], mux_in[6], mux_in[7],
        mux_in[8], mux_in[9], mux_in[10], mux_in[11],
        mux_in[12], mux_in[13], mux_in[14], mux_in[15],
        opcode, y
    );
    assign cout = c_add | cout_inc;
    assign bout = b_sub | bout_dec;
endmodule
module inc8(
    input [7:0] a,
    output [7:0] out,
    output cout
);
    adder8 A1(a, 8'h01, out, cout);
endmodule
module dec8(
    input [7:0] a,
    output [7:0] out,
    output bout
);
    subtr8 S1(a, 8'h01, out, bout);
endmodule
module and8(
    input [7:0] a,
    input [7:0] b,
    output [7:0] y
);
    assign y = a & b;
endmodule
module or8(
    input [7:0] a,
    input [7:0] b,
    output [7:0] y
);
    assign y = a | b;
endmodule
module xor8(
    input [7:0] a,
    input [7:0] b,
    output [7:0] y
);
    assign y = a ^ b;
endmodule
module nor8(
    input [7:0] a,
    input [7:0] b,
    output [7:0] y
);
    assign y = ~(a | b);
endmodule
module nand8(
    input [7:0] a,
    input [7:0] b,
    output [7:0] y
);
    assign y = ~(a & b);
endmodule
module xnor8(
    input [7:0] a,
    input [7:0] b,
    output [7:0] y
);
    assign y = ~(a ^ b);
endmodule
module not8(
    input [7:0] a,
    output [7:0] y
);
    assign y = ~a;
endmodule
module mux16x8(
    input [7:0] in0,
    input [7:0] in1,
    input [7:0] in2,
    input [7:0] in3,
    input [7:0] in4,
    input [7:0] in5,
    input [7:0] in6,
    input [7:0] in7,
    input [7:0] in8,
    input [7:0] in9,
    input [7:0] in10,
    input [7:0] in11,
    input [7:0] in12,
    input [7:0] in13,
    input [7:0] in14,
    input [7:0] in15,
    input [3:0] sel,
    output [7:0] y
);
    wire [3:0] s_n;
    assign s_n = ~sel;
    assign y = (in0  & {8{s_n[3]&s_n[2]&s_n[1]&s_n[0]}}) |
               (in1  & {8{s_n[3]&s_n[2]&s_n[1]&sel[0]}}) |
               (in2  & {8{s_n[3]&s_n[2]&sel[1]&s_n[0]}}) |
               (in3  & {8{s_n[3]&s_n[2]&sel[1]&sel[0]}}) |
               (in4  & {8{s_n[3]&sel[2]&s_n[1]&s_n[0]}}) |
               (in5  & {8{s_n[3]&sel[2]&s_n[1]&sel[0]}}) |
               (in6  & {8{s_n[3]&sel[2]&sel[1]&s_n[0]}}) |
               (in7  & {8{s_n[3]&sel[2]&sel[1]&sel[0]}}) |
               (in8  & {8{sel[3]&s_n[2]&s_n[1]&s_n[0]}}) |
               (in9  & {8{sel[3]&s_n[2]&s_n[1]&sel[0]}}) |
               (in10 & {8{sel[3]&s_n[2]&sel[1]&s_n[0]}}) |
               (in11 & {8{sel[3]&s_n[2]&sel[1]&sel[0]}}) |
               (in12 & {8{sel[3]&sel[2]&s_n[1]&s_n[0]}}) |
               (in13 & {8{sel[3]&sel[2]&s_n[1]&sel[0]}}) |
               (in14 & {8{sel[3]&sel[2]&sel[1]&s_n[0]}}) |
               (in15 & {8{sel[3]&sel[2]&sel[1]&sel[0]}});
endmodule
module rol8(
    input [7:0] a,
    input [2:0] shamt,
    output [7:0] y
);
    assign y = (a << shamt) | (a >> (8-shamt));
endmodule
module ror8(
    input [7:0] a,
    input [2:0] shamt,
    output [7:0] y
);
    assign y = (a >> shamt) | (a << (8-shamt));
endmodule
module sll8(
    input [7:0] a,
    input [2:0] shamt, 
    output [7:0] y
);
    assign y = a << shamt;
endmodule
module srl8(
    input [7:0] a,
    input [2:0] shamt,
    output [7:0] y
);
    assign y = a >> shamt;
endmodule
module sra8(
    input [7:0] a,
    input [2:0] shamt,
    output [7:0] y
);
    assign y = $signed(a) >>> shamt;
endmodule
module half_subtractor (
    input a,
    input b,
    output diff,
    output borrow
);
    assign diff = a ^ b;
    assign borrow = ~a & b;
endmodule
module full_subtractor(
    input a,
    input b,
    input bin,
    output diff,
    output borrow_out
);
    assign diff = a ^ b ^ bin;
    assign borrow_out = (~a & b) | ((~a | b) & bin);
endmodule
module subtr8(
    input [7:0] a,
    input [7:0] b,
    output [7:0] diff,
    output bout
);
    wire [7:0] borrow; 
    full_subtractor FS0(a[0], b[0], 1'b0, diff[0], borrow[0]);
    full_subtractor FS1(a[1], b[1], borrow[0], diff[1], borrow[1]);
    full_subtractor FS2(a[2], b[2], borrow[1], diff[2], borrow[2]);
    full_subtractor FS3(a[3], b[3], borrow[2], diff[3], borrow[3]);
    full_subtractor FS4(a[4], b[4], borrow[3], diff[4], borrow[4]);
    full_subtractor FS5(a[5], b[5], borrow[4], diff[5], borrow[5]);
    full_subtractor FS6(a[6], b[6], borrow[5], diff[6], borrow[6]);
    full_subtractor FS7(a[7], b[7], borrow[6], diff[7], borrow[7]);
    assign bout = borrow[7];
endmodule

===== ./run.sh =====
#!/bin/bash
# OpenROAD 26Q1-2900-gdf79404cd8, Yosys 0.63+post, stock flow scripts
make -C /OpenROAD-flow-scripts/flow DESIGN_CONFIG=/design/flow/config.mk WORK_HOME=/design/flow/orfs finish

==> run_results.csv <==
group,metric,value,unit
run_status,status,"finished, violations left",
run_status,violations,"setup timing",
setup_path,cp_data_arrival_time,4.51,ns
cells_and_area,fin_cells,556,
final_timing,maxSlewHeadroom,59.0,%
routing,dr.first_iter.drc_count,333,
power,p_per_area,132,mW/mm2
min_path,hold_path_depth,5,
power,p_seq_share,0,%
cells_and_area,regArea,0,um2
synth,ys_types,63,
clocking,ctsHoldBuffers,0,
power,pwr-share-clk,0,%
final_timing,rsz0062_at_grt,"true",
place,dp_hpwl,8600,um
cells_and_area,clock_buffers,0,
global_routing,grt_pass1_wl,18000,um
power,total_power,0.570,mW
cells_and_area,area_growth,43.0,%
synth,topCellsByArea,"ha_1 14%, mux4_2 10%, fa_1 9.3%, mux2i_1 6.6%, nand2_1 3.8%",
final_timing,slew_viol_final,0,
final_timing,tightest_slew,0.611,ns
flow_run,tool_warnings,48,
cells_and_area,lay_top_count,"buf_4",
setup_path,crit_type,"in -> out",
power,swShare,49.0,%
routing,diodes,0,
global_routing,grt-ovfl-total,0,
setup_path,cp.required,3.04,ns
global_routing,grt_pass1_vias,3416,
setup_path,worstPathMaxFanout,2,
final_timing,hold_viol,0,
final_timing,setup_slack,-1.47,ns
place,io_buffers,30,
synth,top_cell_area_share,13.7,%
cells_and_area,combGateArea,0.00294,mm2
floorplan,row_count,27,
floorplan,chipArea,0.00636,mm2
routing,route.antenna.remaining_nets,0,
power,p_comb_share,100.0,%
place,place_congestion,1.03,
cells_and_area,n_fill_cell,417,
place,pre_cts_slack,-2.25,ns
power,internal_power,0.290,mW
synth,avgSynthCellArea,7.85,um2
synth,ys_warn_count,0,
global_routing,antenna_found_initial,0,
floorplan,die_w,79.8,um
setup_path,endpoint_kind,"output pin",
synth,ys_seq_share,0,%
synth,syn_area,0.00302,mm2
floorplan,io_pins,30,
min_path,hp-class,"in -> out",
synth,yosys_cells,385,
routing,num_vias,3598,
synth,syn_inst,385,
routing,routed_via_density,6.47,
setup_path,start_kind,"input port",
routing,routed_wl,11500,um
final_timing,timing.hold.ws,2.24,ns
cells_and_area,final_cell_mix,"91 x buf_4, 31 x nand2_1, 30 x ha_1",
setup_path,cpMostUsedCell,"fa_2",
setup_path,max_stage_delay,0.49,ns
routing,drc,0,
power,ir_drop,0.0997,mV
final_timing,timing.fmax,190,MHz
final_timing,period_used_share,139,%
flow_run,drv_cap,0,
final_timing,finalSetupTns,-6.21,ns
place,dp_cells,548,
floorplan,core,0.00568,mm2
global_routing,grtUsageTotal,39.2,%
floorplan,fp_util,53.3,%
power,p_leak,1.88,nW
floorplan,die_y,79.8,um
routing,wl_per_cell,20.6,um
synth,synth_top_cell_by_area,"ha_1",
setup_path,path_cells,"buf_8 > ha_4 > inv_2 > fa_2 > fa_2 > fa_2 > fa_2 > fa_2 > inv_2 > fa_1 > mux4_2 > nand2_1 > a31oi_1 > or4_1 > buf_2",
synth,ys_area,0.00302,mm2
power,p_switching,0.279,mW
final_timing,min_period,5.27,ns
setup_path,crit_slowest_cell,"or4_1",
cells_and_area,layout-drive-gt1-share,38.0,%
global_routing,grt_max_degree,26,
routing,dr.pass1.iters,5,
final_timing,setup_viol,7,
cells_and_area,flop-count,0,
layer usage:
metal	track usage [%]	wire length, um	share of wire, %
met5	0	0	0
met4	5.54	184	1.6
met3	8.24	1400	12
met2	58.6	5130	45
met1	61.4	4760	41
stage by stage:
stage	instance area, um2	utilization (%)
floorplan	3060	-
global placement	4040	71.3
detailed placement	4040	71.3
CTS	4270	75.2
global route	4320	76.1
finish	4320	76.1
repair_timing:
item	in CTS	in global routing
endpoints found under the setup margin	10	10
pin swaps	35	11
gates resized	83	12
setup buffers	6	1
gates cloned	1	0
synthesized netlist by cell type (all sizes together) (5+ instances only):
master	number
a21oi	17
a31oi	11
buf	18
clkbuf	18
fa	14
ha	33
inv	24
mux2	9
mux2i	20
mux4	14
nand2	31
nand2b	11
nand3	7
nand4	10
nor2	21
nor2b	8
nor3	10
nor3b	5
o211ai	9
o21ai	15
o22ai	9
or2	5
logic make-up (layout without fill, tap and decap cells):
logic type | count (synthesis) | count (layout) | share of synthesized area [%]
adder cells (fa/ha/maj) | 47 | 47 | 22.9
AND/OR/NAND/NOR | 127 | 127 | 22.3
buffers and inverters | 63 | 162 | 9.06
multiplexers | 43 | 43 | 20.5
XOR/XNOR | 3 | 3 | 1.12
AND-OR/OR-AND | 102 | 102 | 24.0
worst max-delay path, delay by kind of cell:
kind	cells	cell delay, ns
adders and majority gates	7	2.35
and+or+nand+nor	2	0.56
buffers and inverters	4	0.31
AOI/OAI and AO/OA	1	0.07
muxes	1	0.45
final cells by class:
| cell class | count | area share [%] |
|---|---|---|
| repair buffers | 135 | 27.4 |
| multi-input cells | 322 | 67.9 |
| inverters | 27 | 2.55 |
| well taps | 72 | 2.08 |
final timing paths:
check | startpoint | to | slack (ns)
setup / recovery | a[0] | y[6] | -1.47
hold / removal | a[7] | bout | 2.24
power by group through the flow:
stage / Clock, mW / Combinational [mW] / Sequential [mW]
final: 0 / 0.570 / 0
after global routing: 0 / 0.612 / 0
after CTS: 0 / 0.549 / 0
Power is estimated from default activity; no workload was simulated.
